==> /design/flow/design.v <==
module BinToSevenSegment (
	input w,x,y,z,
	output reg a,b,c,d,e,f,g,h,i,j,k,l,m,n);
		always @ (w,x,y,z) begin
		case ({w,x,y,z})
		4'b0000: {h,i,j,k,l,m,n,a,b,c,d,e,f,g} = 14'b00000010000001;  
		4'b0001: {h,i,j,k,l,m,n,a,b,c,d,e,f,g} = 14'b00000011001111;  
		4'b0010: {h,i,j,k,l,m,n,a,b,c,d,e,f,g} = 14'b00000010010010;  
		4'b0011: {h,i,j,k,l,m,n,a,b,c,d,e,f,g} = 14'b00000010000110;  
		4'b0100: {h,i,j,k,l,m,n,a,b,c,d,e,f,g} = 14'b00000011001100;  
		4'b0101: {h,i,j,k,l,m,n,a,b,c,d,e,f,g} = 14'b00000010100100;  
		4'b0110: {h,i,j,k,l,m,n,a,b,c,d,e,f,g} = 14'b00000010100000;  
		4'b0111: {h,i,j,k,l,m,n,a,b,c,d,e,f,g} = 14'b00000010001111;  
		4'b1000: {h,i,j,k,l,m,n,a,b,c,d,e,f,g} = 14'b00000010000000;  
		4'b1001: {h,i,j,k,l,m,n,a,b,c,d,e,f,g} = 14'b00000010001100;  
		4'b1010: {h,i,j,k,l,m,n,a,b,c,d,e,f,g} = 14'b00000010001000;  
		4'b1011: {h,i,j,k,l,m,n,a,b,c,d,e,f,g} = 14'b00000010000001;  
		4'b1100: {h,i,j,k,l,m,n,a,b,c,d,e,f,g} = 14'b00000010110000;  
		4'b1101: {h,i,j,k,l,m,n,a,b,c,d,e,f,g} = 14'b00000011000010;  
		4'b1110: {h,i,j,k,l,m,n,a,b,c,d,e,f,g} = 14'b00000010110000;  
		4'b1111: {h,i,j,k,l,m,n,a,b,c,d,e,f,g} = 14'b00000010111000;  
		endcase 
	end
endmodule 
==> /design/flow/run.sh <==
#!/bin/bash
# OpenROAD 26Q1-2900-gdf79404cd8, Yosys 0.63+post, stock flow scripts
make -C /OpenROAD-flow-scripts/flow DESIGN_CONFIG=/design/flow/config.mk WORK_HOME=/design/flow/orfs finish
==> /design/flow/config.mk <==
export PLATFORM = sky130hd
export DESIGN_NAME = BinToSevenSegment
export DESIGN_NICKNAME = BinToSevenSegment
export VERILOG_FILES = /design/flow/design.v
export SDC_FILE = /design/flow/constraint.sdc
export NUM_CORES = 4
export LEC_CHECK = 1
export CORE_AREA = 10 10 70 70
export DIE_AREA = 0 0 80 80
==> /design/flow/constraint.sdc <==
current_design BinToSevenSegment

set clk_period 1.2
set clk_io_pct 0.2

create_clock -name clk0 -period $clk_period

set non_clock_inputs [all_inputs -no_clocks]
set_input_delay [expr $clk_period * $clk_io_pct] -clock clk0 $non_clock_inputs
set_output_delay [expr $clk_period * $clk_io_pct] -clock clk0 [all_outputs]
==> run summary <==
fresh numbers from the pnr run: Area after DPL 490 um^2, # DRC 0, Post-synth seq share 0, core area 3420 um^2, post-synth cell types 21, Core Util at FP 0.0894, via density per instance 3.03, largest net degree at the start of global routing 8, Switching Fraction 0.418, clock network power share 0, layout cell share with drive strength beyond 1 0.706, cell type with the largest total area ha_1, Top area cell types ha_1, buf_4, nor2_1, initial drt markers 2, crit path DAT between 1000 and 1500 ps, final hold vios 0, antenna violations before repair 0, Syn Std Cell Area between 300 and 400 um^2, flip-flops 0, gr ovfl total 0, YS chip area 305 um^2, Critical Path End d, first-pass GRT wire length 1.75 mm, Static Leak 0.000297 uW, tool warnings 39, Max Cap Viol 0, CP Launch Type input pin, yosys cell count around 44, number of diodes 0, Syn Inst Count 44, Hold Startpoint w, design area 656 um^2, DP HPWL 713 um, Die Ht 80 um, worst hold path class input pin to output pin, sequential group share of total power 0, Top-Level Pins 18, Routed wire per std cell 8.96 um, PwrDens 301 nW/um^2, die width 80 um, die area 6400 um^2, fin crit share 1.08, vias in the first global route 375, Post-Route WL 1.02 mm, RePlAce Congestion between 0.7 and 0.8, violated checks negative setup slack, num rows 21, Yosys warning count 1, GRT Overall Usage 0.0321, ANT nets after route 0, CP required 960 ps, # setup viols final 6, Setup WS post-layout -94.8 ps, Gate power share 1.000, Internal between 100 and 150 uW, CP Launch Point z, Layout clock buffers 0, Port Buffer Count 11, most frequent logic cell in the layout buf_4, cts hold-fix bufs 0, minimum clock period 1290 ps, CP Capture Type output pin, RSZ-0062 raised after global routing true, Detailed Routing Iterations Pass 1 2, via count of the routed design 345, most common logic cells in the final layout buf_4, buf_2, conb_1, maximum vdd drop ~0.000056 V, Psw 82.5 uW, CP Class input pin to output pin, pre-CTS setup slack -983 ps, outcome complete, but fails checks, Synth top area share 0.246, Slew Viols, Final 0, Crit Path Max Fanout 4, area occupied by registers 0 um^2, Avg Inst Size Synth 6.94 um^2, synthesis-to-layout area growth 115%, Fmax 772 MHz
cells in the mapped netlist (all sizes together):
master / n
nor2: 5
nand2: 5
a211oi: 2
nand2b: 2
ha: 6
inv: 3
nor2b: 1
mux2i: 1
a31oi: 2
conb: 2
o21ai: 2
buf: 9
a21oi: 2
a21boi: 2
area by class of cell:
| class | count | area (um^2) |
|---|---|---|
| Fill cell | 381 | 2760 |
| Inverter | 3 | 18.8 |
| Multi-Input combinational cell | 37 | 352 |
| Tap cell | 46 | 57.6 |
| Timing Repair Buffer | 28 | 228 |
critical path, cell delays in order:
cell and delay, ps:
buf_8 100, buf_6 130, ha_4 150, nor2b_4 130
a211oi_2 130, a21oi_1 60, buf_2 110
kinds of logic (layout without fill, tap and decap cells):
family,Yosys count,after routing,synth area share
buffers and inverters,12,31,0.262
and+or+nand+nor,13,13,0.217
AOI/OAI and AO/OA,10,10,0.217
muxes,1,1,0.0328
other,2,7,0.0246
adders and majority gates,6,6,0.246
power groups by stage:
stage     clock network [uW]  registers (uW)  logic, uW
4_1_cts                    0               0        190
5_1_grt                    0               0        220
6_report                   0               0        197
routing by layer:
metal | global-route usage | up-vias | wire length (um)
met4 | 0 | 0 | 0
met1 | 0.0389 | 155 | 473
li1 | - | 179 | -
met2 | 0.0594 | 11 | 485
met5 | 0 | - | 0
met3 | 0.00682 | 0 | 64
worst min path at each step:
stage	to	depth (start not counted)	slack [ps]
CTS	b	4	840
global route	b	4	840
finish	b	4	820
per-stage QoR:
stage | hold slack [ps] | utilization | TNS (ps) | power (uW) | cells
floorplan | 561 | - | 0 | 75.9 | 49
global placement | 1580 | 0.144 | -6290 | 147 | 106
detailed placement | 1580 | 0.144 | -6260 | 146 | 106
CTS | 835 | 0.186 | -392 | 190 | 113
global route | 843 | 0.192 | -707 | 220 | 114
finish | 820 | 0.192 | -284 | 197 | 114
timing repair:
action | 4_1_cts | 5_1_grt
buffers inserted | 7 | 1
resized | 71 | 4
pin swaps | 10 | 4
endpoints found under the setup margin | 7 | 7
No activity file was given, so power comes from the tool's default toggle rates.
