==> design.v <==
module RCAddSub(
	input AddSub,
	input [3:0] A,B,
	output [3:0] S,
	output Cout);
	wire [3:0] Bb;
	wire [4:0] C;
	assign Bb[3:0] = {AddSub^B[3],AddSub^B[2],AddSub^B[1],AddSub^B[0]}; 
	assign C[0] = AddSub;  
	assign Cout = C[4];  
FAbehave s0 (S[0], C[1], A[0], Bb[0], C[0]); 
FAbehave s1 (S[1], C[2], A[1], Bb[1], C[1]); 
FAbehave s2 (S[2], C[3], A[2], Bb[2], C[2]); 
FAbehave s3 (S[3], C[4], A[3], Bb[3], C[3]);
endmodule
module FAbehave (s,cout,a,b,cin);
	input a,b,cin;
	output reg s,cout;
	always @ (a,b,cin)
		{cout,s} = a + b + cin;
endmodule
==> run.sh <==
#!/bin/bash
# OpenROAD 26Q1-2900-gdf79404cd8, Yosys 0.63+post, stock flow scripts
make -C /OpenROAD-flow-scripts/flow DESIGN_CONFIG=/design/flow/config.mk WORK_HOME=/design/flow/orfs finish
==> config.mk <==
export PLATFORM = sky130hd
export DESIGN_NAME = RCAddSub
export DESIGN_NICKNAME = RCAddSub
export VERILOG_FILES = /design/flow/design.v
export SDC_FILE = /design/flow/constraint.sdc
export NUM_CORES = 4
export LEC_CHECK = 1
export CORE_AREA = 10 10 70 70
export DIE_AREA = 0 0 80 80
==> constraint.sdc <==
current_design RCAddSub

set clk_period 4.6
set clk_io_pct 0.2

create_clock -name clk0 -period $clk_period

set non_clock_inputs [all_inputs -no_clocks]
set_input_delay [expr $clk_period * $clk_io_pct] -clock clk0 $non_clock_inputs
set_output_delay [expr $clk_period * $clk_io_pct] -clock clk0 [all_outputs]
==> job_summary.md <==
### Flow metrics

| Metric | Value |
|---|---|
| Setup TNS | 0 ns |
| Syn. warnings | 1 |
| Final wirelength | 543 um |
| Seq share, synth | 0% |
| Clock network power share | 0% |
| Synth Instances | 16 |
| Layout area overhead | 111% |
| Die area | 6400 um2 |
| Max-Cap Viols | 0 |
| Worst-margin pin slew | 0.222 ns |
| Post-Synthesis Cell Area | 151 um2 |
| Die Wd | 80 um |
| DP HPWL | 533 um |
| Port buffer count | 14 |
| DR pass1 iterations | 2 |
| P_sw | 0.0000122 W |
| Crit Path Class | input port to primary output |
| Cell Int Power | 0.0000274 W |
| Slew headroom | 85.2% |
| CP Max Fanout | 2 |
| WP data required | 3.68 ns |
| Met1 Resource Use GR | 2.34% |
| Combinational Area | 106 um2 |
| Area reported by Yosys stat | 151 um2 |
| Seq. cell area | 0 um2 |
| Ant. Diodes | 0 |
| Final tally of setup violations | 0 |
| DRC violations left | 0 |
| Worst hold path class | input port to primary output |
| Final period utilization | 95.0% |
| P_leak | 0.117 nW |
| Global route overflow | 0 |
| Die height | 80 um |
| Setup ws final | 0.228 ns |
| WP data arrival | 3.45 ns |
| Most used routing layer | met1 |
| Syn_area_per_cell | 9.46 um2 |
| Unique masters post-synth | 6 |
| Ys cells | 16 |
| Routed len/inst | 7.54 um |
| WHS Path Cells | 3 |
| Power Density | 124 nW/um2 |
| Startpoint types | input port |
| Max-slew violations | 0 |
| Reg power frac | 0% |
| Gr usage total | 1.76% |
| Initial antenna violation count | 0 |
| Pre-CTS WS | 0.227 ns |
| Power share of the combinational group | 100.0% |
| Seq Cell Count | 0 |
| Clock buffer count | 0 |
| Setup crit end kind | primary output |
| Met2 usage in global routing | 2.17% |
| Post-CTS setup buffer count | 0 |
| Share of cells above drive strength 1 | 3.85% |
| Fmax | 229 MHz |
| Global-route wire length before repair | 869 um |
| Post-layout util | 9.34% |
| Worst vdd ir | 0.0324 mV |
| Largest net degree at the start of global routing | 5 |
| Via count | 119 |
| Gpl congestion | 0.692 |
| Final ANT Viol Nets | 0 |
| Outcome | finished, final reports clean |
| Hold buffer count at CTS | 0 |
| Vias per cell | 1.65 |
| I/O Pins | 14 |
| Fillers | 412 |
| Final hold violation count | 0 |
| Number of global-route vias before repair | 158 |
| First DRT Iteration DRCs | 1 |
| M3 GR Usage | 1.59% |
| Post-layout min period | 4.37 ns |
| Core Rows | 21 |
| Tool warnings | 35 |
| Sw frac | 30.8% |
| Initial Util | 4.43% |
| RSZ-0062 raised after global routing | false |
| Post-CTS Resized | 0 |
| Core Area | 3420 um2 |
==> per-layer routing <==
layer  part of all wire [%]  vias up
met2                     29       11
met1                     45       47
met5                      0        -
met3                     26        0
met4                      0        0
li1                       -       61
==> final cells by class <==
cell class,instances,area share (%)
inverter,4,4.71
multi-input combinational,8,33.3
tap,46,18.0
timing repair buffer,14,43.9
==> metrics by stage <==
step	cells	hold WS, ns	power [W]	area [um2]
floorplan	16	1.95	0.0000191	151
global placement	72	2.82	0.0000397	319
detailed placement	72	2.82	0.0000405	319
CTS	72	2.82	0.0000407	319
global route	72	2.86	0.0000447	319
finish	72	2.81	0.0000396	319
==> worst paths after layout <==
kind                  startpoint    to  slack [ns]
worst min-delay path        A[0]  S[0]        2.81
worst max-delay path        B[0]  S[3]        0.23
==> synthesized netlist by cell type <==
master	number	share of area [%]
fa_1	3	40
mux2_2	1	7.4
xnor2_1	1	5.8
buf_4	4	20
xor2_1	3	17
inv_1	4	9.9
==> logic make-up after synthesis <==
family,synth area share [%]
mux,7.44
xor+xnor,23.1
fa+ha+maj,39.7
buf+inv,29.7
==> cells in the final DEF, fill, tap and decap left out <==
| cell | n |
|---|---|
| clkdlybuf4s50_1 | 14 |
| inv_1 | 4 |
| xor2_1 | 3 |
| fa_1 | 3 |
| xnor2_1 | 1 |
| mux2_2 | 1 |
==> power groups by stage <==
stage	sequential (W)	clock (W)	combinational (W)
final	0	0	0.0000396
after global routing	0	0	0.0000447
after CTS	0	0	0.0000407
==> critical path, cell delays in order <==
cell and delay (ns):
clkdlybuf4s50_1 0.50, mux2_2 0.35, fa_1 0.39, inv_1 0.08, fa_1 0.16, inv_1 0.05
fa_1 0.49, clkdlybuf4s50_1 0.50
Power and IR drop assume default switching activity.
